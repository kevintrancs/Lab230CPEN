File: flow/config.mk
export PLATFORM = sky130hd
export DESIGN_NAME = Mux3W_5to1
export DESIGN_NICKNAME = Mux3W_5to1
export VERILOG_FILES = /design/flow/design.v
export SDC_FILE = /design/flow/constraint.sdc
export NUM_CORES = 4
export LEC_CHECK = 1
export CORE_AREA = 10 10 70 70
export DIE_AREA = 0 0 80 80
File: flow/constraint.sdc
current_design Mux3W_5to1

set clk_period 1.6
set clk_io_pct 0.2

create_clock -name clk0 -period $clk_period

set non_clock_inputs [all_inputs -no_clocks]
set_input_delay [expr $clk_period * $clk_io_pct] -clock clk0 $non_clock_inputs
set_output_delay [expr $clk_period * $clk_io_pct] -clock clk0 [all_outputs]
File: flow/design.v
module Mux3W_5to1 (
       input     [17:0] SW,         
       output    [2:0] LEDG        
       );
       assign LEDG =   SW[17:15] == 3'b000 ? SW[14:12] :
                       SW[17:15] == 3'b001 ? SW[11: 9] :
                       SW[17:15] == 3'b010 ? SW[8:6]   :
                       SW[17:15] == 3'b011 ? SW[5:3]   :   
                       SW[2:0];
endmodule 
File: flow/run.sh
#!/bin/bash
# OpenROAD 26Q1-2900-gdf79404cd8, Yosys 0.63+post, stock flow scripts
make -C /OpenROAD-flow-scripts/flow DESIGN_CONFIG=/design/flow/config.mk WORK_HOME=/design/flow/orfs finish
==> deck_impl_summary.md <==
Synthesis and Place & Route Summary

Timing
  • Final setup violating endpoints: 0
  • Max-slew headroom: 87.70%
  • Max Slew Vio Count: 0
  • Worst setup margin: 81.50 ps
  • F_max: 658.5 MHz
  • Worst-case hold slack: 1149 ps
  • Slew @ Worst Pin: 183.8 ps
  • RSZ-0062 raised after global routing: no
  • Final Hold Violation Tally: 0
  • Setup TNS: 0 ps
  • Clock period minus worst slack: 1519 ps
  • Period utilization: 94.91%

Floorplanning
  • Die H: 80 um
  • Row cnt: 21
  • Die X: 80 um
  • Io pins: 21
  • Total core area: 3416 um^2
  • Floorplan core density: 4.176%
  • Die area: 6400 um^2

Finish
  • Commonest Layout Cell: clkdlybuf4s50_1
  • CLK BUF: 0
  • Register cell area after layout: 0 um^2
  • Flops: 0
  • Non-filler cells, final: 83
  • Layout Utilization: 12.01%
  • Fraction of layout cells with a size suffix above 1: 32.43%
  • Layout area overhead: 187.7%
  • Most frequent cells in the layout: clkdlybuf4s50_1, dlymetal6s2s_1
  • Design area: 410.4 um^2

Worst setup path
  • Max incr delay on CP: 520 ps
  • CP Cell Sequence: clkdlybuf4s50_1, nand2b_4, o22ai_2, a21oi_1, buf_2
  • Crit path required time: 1280 ps
  • CP Launch Type: primary input
  • WS Path Type: primary input to output port
  • Worst setup EP type: output port
  • Max stage delay cell, worst path: clkdlybuf4s50_1
  • Worst-path maximum fanout: 3
  • Crit path buffers/inverters: 2
  • Worst path depth: 5
  • Top delay family on crit path: buffers and inverters
  • Crit path launch: SW[16]
  • Worst setup path endpoint: LEDG[1]
  • Critical Path AT: 1200 ps

Logic synthesis
  • Yosys top cell by area: mux2_4
  • Yosys stat area: 142.6 um^2
  • Top cell area share: 31.58%
  • Synth Warn #: 0
  • Ys cells: 16
  • Post-synth seq share: 0%
  • Mapped cell area: 142.6 um^2
  • Cell area leaders: mux2_4, mux2i_1, a21oi_1, o22ai_1, o22ai_2
  • Cell Type Count: 9
  • Cells after Synth: 16
  • Syn avg cell area: 8.915 um^2

Place
  • Dpl ws: -583.8 ps
  • PortBufs: 21
  • Placed Area: 406.6 um^2
  • Placed Cells: 83
  • Routability cong.: 0.8242
  • HPWL after DPL: 736.3 um

Global route
  • Largest net degree at the start of global routing: 5
  • Total Routing Usage GR: 2.378%
  • First-pass GRT wire length: 1207 um
  • Grt total ovfl: 0
  • Vias in the first global route: 235
  • Initial antenna violation count: 0

Power
  • Peak supply drop: 0.05575 mV
  • Clk pwr share: 0%
  • Cell Pwr Density: 216.6 nW/um^2
  • Combinational fraction of design power: 100.0%
  • Int Pwr: 61.41 uW
  • Sequential share of power: 0%
  • Switching pwr: 27.48 uW
  • Switching share of power: 30.91%
  • Post-layout total power: 88.89 uW
  • Leakage power: 0.1997 nW

Outcome
  • Outcome: completed

Detailed routing
  • Initial drt markers: 5
  • Antenna cells: 0
  • # DRC: 0
  • Per-cell routed wire length: 9.639 um
  • Via count: 209
  • ANT nets after route: 0
  • DR vias/cell: 2.518
  • Drt total wl: 800 um
  • DRT Pass-1 Iters: 2

Job
  • Max cap viols: 0
  • Tool Warnings: 32

Clock tree
  • Setup Fix Bufs, Post-CTS: 0

Min path
  • Worst min path class: primary input to output port
[power by group through the flow]
stage     combinational, mW  sequential, mW  clock (mW)
5_1_grt              0.0964               0           0
6_report             0.0889               0           0
4_1_cts              0.0923               0           0
[cell type report]
class / count / area [um^2]
tap: 46 / 57.56
multi-input combinational: 14 / 145.1
timing repair buffer: 22 / 203.9
inverter: 1 / 3.754
fill: 405 / 3005
[worst min-delay path by stage]
stage | to | slack [ps] | start | depth (start not counted)
5_1_grt | LEDG[2] | 1190 | SW[5] | 5
4_1_cts | LEDG[0] | 1200 | SW[17] | 4
6_report | LEDG[2] | 1150 | SW[8] | 5
[synth_stat cells, drive strengths merged]
master,number
a21oi,3
mux2,3
mux2i,3
o22ai,3
buf,1
inv,1
nand2b,1
nor2,1
[layer usage]
layer / up-vias / routed length, um / global-route usage, %
li1: 103 / - / -
met4: 0 / 0 / 0
met5: - / 0 / 0
met2: 20 / 174 / 2.327
met3: 0 / 125 / 1.136
met1: 86 / 500 / 4.219
[kinds of logic (layout without fill, tap and decap cells)]
group                  after synthesis  after routing  share of synthesized area [%]
AOI/OAI and AO/OA                    6              6                          28.06
muxes                                6              6                          52.63
and+or+nand+nor                      2              2                          8.771
buffers and inverters                2             23                          10.52
[what timing repair did]
item,CTS,global route
setup endpoints to repair,3,3
hold buffers,0,0
pin swaps,2,2
gates resized,17,5
cloned,0,0
No activity file was given, so power comes from the tool's default toggle rates.
