===== /design/flow/run.sh =====
#!/bin/bash
# OpenROAD 26Q1-2900-gdf79404cd8, Yosys 0.63+post, stock flow scripts
make -C /OpenROAD-flow-scripts/flow DESIGN_CONFIG=/design/flow/config.mk WORK_HOME=/design/flow/orfs finish

===== /design/flow/config.mk =====
export PLATFORM = sky130hd
export DESIGN_NAME = display_decoder
export DESIGN_NICKNAME = display_decoder
export VERILOG_FILES = /design/flow/design.v
export SDC_FILE = /design/flow/constraint.sdc
export NUM_CORES = 4
export LEC_CHECK = 1
export CORE_AREA = 10 10 70 70
export DIE_AREA = 0 0 80 80

===== /design/flow/constraint.sdc =====
current_design display_decoder

set clk_period 1.0
set clk_io_pct 0.2

create_clock -name clk0 -period $clk_period

set non_clock_inputs [all_inputs -no_clocks]
set_input_delay [expr $clk_period * $clk_io_pct] -clock clk0 $non_clock_inputs
set_output_delay [expr $clk_period * $clk_io_pct] -clock clk0 [all_outputs]

===== /design/flow/design.v =====
module display_decoder (
  input  [2:0] SW,      
  output [6:0] HEX0);   
  oct7seg char0 (       
    .c_i    (SW),       
    .disp_o (HEX0));    
endmodule
module oct7seg (
  input  [2:0] c_i,       
  output [6:0] disp_o);   
  assign disp_o = (c_i == 3'd0) ? 7'b1000000 :
                  (c_i == 3'd1) ? 7'b1111001 :
                  (c_i == 3'd2) ? 7'b0100100 :
                  (c_i == 3'd3) ? 7'b0110000 :
                  (c_i == 3'd4) ? 7'b0011001 :
                  (c_i == 3'd5) ? 7'b0010010 :
                  (c_i == 3'd6) ? 7'b0000011 :
                   7'b1111000;   
endmodule

==> results.py <==
# Generated from Yosys and OpenROAD reports
metrics = {
    "synthesis": {
        "ys_cells": 14,
        "synthDistinctLibCells": 10,
        "syn_area_per_cell_um2": 6.70,
        "syn_inst": 14,
        "yosysWarnings": 0,
        "yosys.stat.seqShare_pct": 0,
        "yosys.area_share.xor_xnor_pct": 18.7,
        "yosys_area_um2": 93.8,
        "syn-cell-area_um2": 93.8,
        "ys_sh_adder_pct": 12.0,
        "synthMuxAreaShare_pct": 0,
        "logic_family": "AND-OR/OR-AND gates",
        "ys_sh_simple_pct": 24.0,
        "compound_area_share_pct": 25.3,
    },
    "timing": {
        "hold_violations": 0,
        "min_period_over_period_pct": 105,
        "worst-slew-pin-transition_ns": 0.111,
        "rsz0062_at_grt": "yes",
        "slew_violations": 0,
        "max_freq_mhz": 950,
        "setup_violations": 5,
        "worst_hold_slack_ns": 0.637,
        "worst_slack_ns": -0.0525,
        "maxSlewHeadroom_pct": 92.6,
        "fin_crit_ns": 1.05,
    },
    "routing": {
        "vias_per_cell": 1.89,
        "diodes": 0,
        "firstDrtPassIters": 2,
        "vias": 142,
        "drt_wl_total_um": 486,
        "drt_iter0_drc": 7,
        "wl_per_cell_um": 6.48,
        "route.detailed.drc": 0,
        "final_antenna_net_count": 0,
    },
    "hold_path": {
        "min_path_cells": 3,
        "min_to": "HEX0[3]",
        "hp-class": "input pin to output port",
        "hold_start": "SW[1]",
    },
    "power_and_ir_drop": {
        "combPwrFrac_pct": 100.0,
        "ir_worst_vdd_v": 0.0000470,
        "power_density_nw_per_um2": 350,
        "p_switching_mw": 0.0353,
        "pwr-share-clk_pct": 0,
        "p_leak_nw": 0.134,
        "intPower_mw": 0.0698,
        "switching_share_pct": 33.6,
        "p_seq_share_pct": 0,
    },
    "run_status": {
        "violations": "negative setup slack",
        "status": "complete, but fails checks",
    },
    "worst_setup_path": {
        "crit_path_start_kind": "input pin",
        "crit_fanout": 5,
        "worst-setup-path-type": "input pin to output port",
        "cpPeakStageDelay_ns": 0.12,
        "path_cells": "buf_6 > buf_6 > buf_6 > xnor2_2 > o21ai_1 > buf_2",
        "cp.required_ns": 0.80,
        "cpMaxStageDelayCell": "buf_6",
        "cp-end-kind": "output port",
        "cp_num_buf_inv": 4,
        "cpLargestDelayFamily": "buffers and inverters",
        "crit_path_frequent_cell": "buf_6",
        "crit_arrival_ns": 0.85,
    },
    "global_route": {
        "antenna_found_initial": 0,
        "grt_usage_pct": 1.57,
        "grt-ovfl-total": 0,
        "grt_max_degree": 7,
        "grt_pass1_wl_um": 828,
        "first_global_vias": 163,
    },
    "cts": {
        "cts_hold_buf": 0,
    },
    "die": {
        "row_count": 21,
        "die_h_um": 80,
        "die_width_um": 80,
        "chipArea_um2": 6400,
        "initial_core_util_pct": 2.75,
        "core_area_um2": 3420,
        "ioPinCount": 10,
    },
    "layout": {
        "ff_count": 0,
        "final_cell_mix": "6 x buf_2, 5 x buf_6, 3 x o21ai_1",
        "area_growth_pct": 220,
        "regArea_um2": 0,
        "drive_above_1_share_pct": 69.0,
        "final_common_cell": "buf_2",
        "clkbuf_count": 0,
    },
    "flow_run": {
        "maxCapViolCount": 0,
        "warnings": 34,
    },
    "placed_design": {
        "gp_congestion": 0.649,
        "dp_hpwl_um": 393,
        "port_buffers": 10,
        "preCtsSetupSlack_ns": -0.860,
    },
}
==> stage by stage <==
step | power, mW | util [%] | setup TNS, ns | instance area (um^2) | cells
after floorplan | 0.0273 | - | 0 | 93.8 | 14
after global placement | 0.0949 | 7.69 | -5.25 | 263 | 72
after detailed placement | 0.0953 | 7.69 | -5.34 | 263 | 72
after CTS | 0.0936 | 7.80 | -0.213 | 267 | 74
after global routing | 0.119 | 8.79 | -0.435 | 300 | 75
final | 0.105 | 8.79 | -0.162 | 300 | 75
==> power by group through the flow <==
| stage | clock (mW) | sequential, mW | combinational [mW] |
|---|---|---|---|
| 4_1_cts | 0 | 0 | 0.0936 |
| 5_1_grt | 0 | 0 | 0.119 |
| 6_report | 0 | 0 | 0.105 |
==> worst max path at each step <==
stage,start,to,slack [ns],depth (start not counted)
CTS,SW[0],HEX0[1],-0.07,6
finish,SW[0],HEX0[3],-0.05,6
global route,SW[2],HEX0[0],-0.12,4
==> kinds of logic (layout without fill, tap and decap cells) <==
group	after synthesis	count (layout)
simple gates	4	4
fa+ha+maj	1	1
compound gates	4	4
buf+inv	3	18
xor+xnor	2	2
==> per-layer routing <==
layer | part of all wire (%) | global-route usage [%]
met1 | 41 | 1.85
met2 | 48 | 2.81
met4 | 0 | 0
met5 | 0 | 0
met3 | 11 | 0.568
==> cells in the mapped netlist <==
library cell / n / area [um^2]
o21ai_0: 3 / 15.0
nor2_1: 1 / 3.75
nor3_1: 1 / 5.00
xnor2_1: 2 / 17.5
buf_6: 1 / 11.3
nand3_1: 1 / 5.00
maj3_2: 1 / 11.3
a21o_2: 1 / 8.76
inv_1: 2 / 7.51
or3b_1: 1 / 8.76
==> final cells by class <==
type	count	area (um^2)
Tap cell	46	57.6
Fill cell	402	3120
Inverter	2	7.51
Multi-Input combinational cell	11	95.1
Timing Repair Buffer	16	140
==> repair_timing <==
item	CTS	global route
gates cloned	0	0
gates resized	45	6
pin swaps	1	5
buffers inserted	2	1
setup endpoints to repair	7	7
Power is estimated from default activity; no workload was simulated.
