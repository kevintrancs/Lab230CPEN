==> flow/design.v <==
module dec7seg (
  input [3:0] bcd_i,      
  output [6:0] disp_o);   
  assign disp_o = (bcd_i == 4'b0000) ? 7'b1000000 :
                  (bcd_i == 4'b0001) ? 7'b1111001 :
                  (bcd_i == 4'b0010) ? 7'b0100100 :
                  (bcd_i == 4'b0011) ? 7'b0110000 :
                  (bcd_i == 4'b0100) ? 7'b0011001 :
                  (bcd_i == 4'b0101) ? 7'b0010010 :
                  (bcd_i == 4'b0110) ? 7'b0000011 :
                  (bcd_i == 4'b0111) ? 7'b1111000 :
                  (bcd_i == 4'b1000) ? 7'b0000000 :
                  (bcd_i == 4'b1001) ? 7'b0011000 :
                  (bcd_i == 4'b1000) ? 7'b0000000 :
                  7'b1111111;                       
endmodule
==> flow/run.sh <==
#!/bin/bash
# OpenROAD 26Q1-2900-gdf79404cd8, Yosys 0.63+post, stock flow scripts
make -C /OpenROAD-flow-scripts/flow DESIGN_CONFIG=/design/flow/config.mk WORK_HOME=/design/flow/orfs finish
==> flow/config.mk <==
export PLATFORM = sky130hd
export DESIGN_NAME = dec7seg
export DESIGN_NICKNAME = dec7seg
export VERILOG_FILES = /design/flow/design.v
export SDC_FILE = /design/flow/constraint.sdc
export NUM_CORES = 4
export LEC_CHECK = 1
export CORE_AREA = 10 10 70 70
export DIE_AREA = 0 0 80 80
==> flow/constraint.sdc <==
current_design dec7seg

set clk_period 2.2
set clk_io_pct 0.2

create_clock -name clk0 -period $clk_period

set non_clock_inputs [all_inputs -no_clocks]
set_input_delay [expr $clk_period * $clk_io_pct] -clock clk0 $non_clock_inputs
set_output_delay [expr $clk_period * $clk_io_pct] -clock clk0 [all_outputs]
==> changes_impl.md <==
### Physical design

* Sequential cell count at 0
* Unrepaired setup endpoints after global routing: false
* Die Wd at roughly 80 µm
* Synth warn at 0
* Worst Path Arrival at ~1.7 ns
* Drt via density at 2.76
* Top Metal Used: met3
* Die height at ~80 µm
* Area post-placement at 387 µm²
* CP max stage delay at between 0.4 and 0.5 ns
* Post-synthesis sequential area ratio at 0%
* Largest net degree at the start of global routing at 8
* Period Utilization, post-route at ~96%
* Routed length on met1 at around 270 µm
* Post-Syn Instances at 28
* Placement Setup Slack at -0.272 ns
* Pwr Density at roughly 160 nW/µm²
* Critical-path cell list: clkdlybuf4s15_1 -> buf_4 -> o21ai_0 -> o2bb2a_2 -> clkdlybuf4s50_1
* WL final at 738 µm
* DR vias at roughly 250
* WL per Instance at 8.20 µm
* Fmax at ~480 MHz
* OpenROAD warnings at 32
* Seq. cell area at 0 µm²
* Routed Antenna Nets at 0
* Max Cap Viol at 0
* Worst setup SP type: input port
* Final core occ at a little under an eighth
* Fraction of layout cells with a size suffix above 1 at 31.8%
* Crit path required time at ~1.8 ns
* Ys cells at 28
* Init Core Util at 5.79%
* Hold violation count in the final report at 0
* Slowest CP cell: clkdlybuf4s50_1
* Core area at approximately 3400 µm²
* Design Area, Final at between 300 and 400 µm²
* Area reported by Yosys stat at roughly 200 µm²
* Clock buffer count in the final layout at 0
* Chip area at 6400 µm²
* HPWL Detailed at 618 µm
* Number of global-route vias before repair at between 200 and 300
* Static leakage at 0.000164 µW
* Max_slew headroom at around 85%
* CP Capture Type: output port
* DRC errors left at 0
* Synthesized area per cell at around 7.1 µm²
* Post-CTS Hold Fix Bufs at 0
* Metal2 WL at between 300 and 400 µm
* VDD IR max at 0.0192 mV
* CP Max Fanout at 6
* Initial antenna violation count at 0
* Mapped Area at roughly 200 µm²
* Gr ovfl total at 0
* Row count at 21
* Critical path type: input port to output port
* Final hold slack at ~1.4 ns
* Status: completed
* Unique masters post-synth at 19
* Final Critical Period at 2.10 ns
* DR WL met3 at 105 µm
* DR pass1 iterations at 2
* Final GP Congestion at 0.627
* IO Count at 11
* DRT iter0 DRCs at between 40 and 50
* First-pass GRT wire length at between 1000 and 1500 µm
* Ant. Diodes at 0
* Total Power at 64.5 µW
* Final setup violation count at 0
* Final worst slack at roughly 0.097 ns
* Worst-Margin Slew at between 0.2 and 0.25 ns
* Total track usage at 2.31%
* HP Class: input port to output port
* Area Growth Syn to Fin at 101%
* Max-slew violations at 0
* PortBufs at 11
==> layout make-up <==
type | instances | area (µm²)
inverter | 3 | 11.3
multi-input combinational | 21 | 156
timing repair buffer | 20 | 173
tap | 46 | 57.6
fill | 410 | 3020
==> cell usage after synthesis, drive strengths merged, types with 3 or more instances <==
| library cell | instances | area, µm² |
|---|---|---|
| nor2b | 3 | 18.8 |
| o211ai | 3 | 22.5 |
| inv | 3 | 11.3 |
| nand2 | 3 | 11.3 |
| buf | 4 | 31.3 |
==> report_power, final <==
| part | switching [µW] | internal, µW |
|---|---|---|
| registers | 0 | 0 |
| logic | 23.7 | 40.8 |
| clock network | 0 | 0 |
| total | 23.7 | 40.8 |
==> worst paths after layout <==
check	from	endpoint	slack [ns]	cells past startpoint
worst max-delay path	bcd_i[3]	disp_o[1]	0.1	5
worst min-delay path	bcd_i[2]	disp_o[3]	1.39	5
==> metrics by stage <==
stage,TNS [ns],instances
after floorplan,0,28
after global placement,-1.34,88
after detailed placement,-1.30,88
after CTS,0,90
after global routing,0,90
final,0,90
==> logic make-up (layout without fill, tap and decap cells) <==
family	after synthesis	count (layout)	synth area share (%)
and+or+nand+nor	11	11	34.8
buffers and inverters	7	23	21.5
AOI/OAI and AO/OA	10	10	43.7
==> timing repair <==
action,CTS,global route
endpoints found under the setup margin,7,2
pin swaps,1,0
setup buffers,2,0
resized,9,4
==> cells in the final DEF, fill, tap and decap left out, drive strengths merged, types with 3 or more instances in the layout <==
master,count
buf,9
clkdlybuf4s50,3
dlygate4sd2,5
inv,3
nand2,3
nor2b,3
o211ai,3
==> layer usage <==
layer	global-route usage (%)	vias to the layer above
li1	-	133
met2	4.17	5
met4	0	0
met3	1.59	0
met1	2.24	110
met5	0	-
==> critical path, delay by kind of cell <==
family | cells | cell delay (ns)
AOI/OAI and AO/OA | 2 | 0.33
buffers and inverters | 3 | 0.89
Power figures rest on the tool's default switching activity, not on a simulated workload.
